$ cat design.v
module top(
	input 	logic [3:0] s_top,
	output 	logic [2:0] led_top,
	output 	logic [6:0] seg_top
); 
	logic int_osc;
	HSOSC #(.CLKHF_DIV(2'b00))
	hf_osc (.CLKHFPU(1'b1), .CLKHFEN(1'b1), .CLKHF(int_osc));	
	MicroPsLab01 microPsLab01(int_osc, s_top, led_top, seg_top);
endmodule
module MicroPsLab01(
	input 	logic clk,
	input 	logic [3:0] s,
	output 	logic [2:0] led,
	output 	logic [6:0] seg
	);
	logic [6:0] not_seg;
	ButtonLogic 	btnLogic(s,led[1:0]);	
	FlashLED 		flashLedLogic(clk, led[2]);
	DisplayLogic 	displayLogic(s,not_seg);
	assign seg = ~not_seg;
endmodule
module FlashLED(
	input 	logic	clk_FlashLED,
	output 	logic 	led_FlashLED
	);
	logic [31:0] counter = 0;
	always_ff @(posedge clk_FlashLED)
		begin
			counter <= counter + 214;
		end	
	assign led_FlashLED = counter[31];	
endmodule
module ButtonLogic (
	input 	logic [3:0] 	s_ButtonLogic,
	output 	logic [1:0]		led_ButtonLogic
	);
	assign led_ButtonLogic[0]= s_ButtonLogic[0]^ s_ButtonLogic[1];
	assign led_ButtonLogic[1]= s_ButtonLogic[2]& s_ButtonLogic[3];
endmodule
module DisplayLogic(
	input 	logic [3:0] s_DisplayLogic,
	output 	logic [6:0] seg_DisplayLogic
	);
	always_comb
		casez(s_DisplayLogic)
			4'b0000: seg_DisplayLogic = 7'b0111111;
			4'b0001: seg_DisplayLogic = 7'b0000110;
			4'b0010: seg_DisplayLogic = 7'b1011011;
			4'b0011: seg_DisplayLogic = 7'b1001111;
			4'b0100: seg_DisplayLogic = 7'b1100110;
			4'b0101: seg_DisplayLogic = 7'b1101101;
			4'b0110: seg_DisplayLogic = 7'b1111101;
			4'b0111: seg_DisplayLogic = 7'b0000111;
			4'b1000: seg_DisplayLogic = 7'b1111111;
			4'b1001: seg_DisplayLogic = 7'b1100111;
			4'b1010: seg_DisplayLogic = 7'b1110111;
			4'b1011: seg_DisplayLogic = 7'b1111100;
			4'b1100: seg_DisplayLogic = 7'b0111001;	
			4'b1101: seg_DisplayLogic = 7'b1011110;
			4'b1110: seg_DisplayLogic = 7'b1111001;
			4'b1111: seg_DisplayLogic = 7'b1110001;
			default: seg_DisplayLogic = 7'b0000000;
		endcase
endmodule
$ cat run.sh
#!/bin/bash
# OpenROAD 26Q1-2900-gdf79404cd8, Yosys 0.63+post, stock flow scripts
make -C /OpenROAD-flow-scripts/flow DESIGN_CONFIG=/design/flow/config.mk WORK_HOME=/design/flow/orfs finish
$ cat config.mk
export PLATFORM = sky130hd
export DESIGN_NAME = MicroPsLab01
export DESIGN_NICKNAME = MicroPsLab01
export VERILOG_FILES = /design/flow/design.v
export SDC_FILE = /design/flow/constraint.sdc
export NUM_CORES = 4
export LEC_CHECK = 1
export CORE_AREA = 10 10 96 96
export DIE_AREA = 0 0 106 106
$ cat constraint.sdc
current_design MicroPsLab01

set clk_period 6.4
set clk_io_pct 0.2

create_clock -name clk0 -period $clk_period [get_ports {clk}]

set non_clock_inputs [all_inputs -no_clocks]
set_input_delay [expr $clk_period * $clk_io_pct] -clock clk0 $non_clock_inputs
set_output_delay [expr $clk_period * $clk_io_pct] -clock clk0 [all_outputs]
==> CHANGELOG.md <==
## Flow update

- Status: finished, final reports clean
- Row count: 31
- Final setup TNS: 0 ns
- Max FFs per register: 31
- Area leader, netlist: dfxtp_1
- Total CTS buffers: 5
- RSZ-0062 raised after global routing: false
- Top cells by area: dfxtp_1 (40%), xnor2_1 (11%), ha_1 (5.6%)
- Vias: 1119
- Largest Register: flashLedLogic.counter
- Ys cells: 158
- Reg clk slew, reported paths: 0.07 ns
- Diode count: 0
- Most frequent cell after synthesis: dfxtp_1
- Hold-fix buffers, CTS: 0
- Post-CTS Repair Setup Buffers: 0
- Clk latency of the worst-skew pair: 0.29 ns
- Final Cycle Share: 70.9%
- Post-DP HPWL: 2.01 mm
- Boundary pin count: 15
- Final setup viols: 0
- Lkg Pwr: 0.666 nW
- Commonest cells post-synth: dfxtp_1 (31), xnor2_1 (20), nand3_1 (10)
- Yosys cell types: 40
- Slew Limit Fails: 0
- Yosys warning count: 2
- Syn avg cell area: 9.84 um^2
- Chip Width: 106 um
- Seq share, synth: 39.9%
- Final WS setup: 1.86 ns
- Crit-path cells: clkdlybuf4s50_1, inv_1, ha_1, nor2_1, or3b_2, o21ai_0, clkdlybuf4s50_1
- Worst path buffer plus inverter count: 3
- Synth async-reset ratio: 0%
- Sink Count: 31
- Synthesized registers: 31
- Core Util at FP: 21.5%
- Pin count of the biggest net entering global routing: 15
- Via density: 4.10
- Total wire length: 2.81 mm
- Total track usage: 5.10%
- Critical path's top delay family: buffers and inverters
- Synth-to-Final Area Change: 23.8%
- Gate Count Post-Synth: 158
- CP arrival: 3.26 ns
- Netlist Area Pre-Place: 1550 um^2
- Core area: 7210 um^2
- CP endpoint kind: output port
- GPL Wtd Cong: 0.786
- Antenna Nets Post-Route: 0
- Comb power frac: 5.5%
- Final Hold Viols: 0
- Post_cts resized: 0
- Max Root-Sink Buffers: 2
- Drt wl/cell: 10.3 um
- Pint: 0.364 mW
- Worst relative slew slack: 59.4%
- Die Size: 11200 um^2
- Iteration-0 DRC Markers: 32
- CP max-delay cell: clkdlybuf4s50_1
- Worst Setup Start Kind: input port
- CTS tree: built
- Max Freq: 220 MHz
- Place WS: 1.85 ns
- Critical path class: in2out
- Net Sw Frac: 18.4%
- Number of H-tree levels: 2
- Largest registers: flashLedLogic.counter: 31 flops
- PortBufs: 14
- Skew final: 0.00768 ns
- Peak supply drop: 0.0000675 V
- Antenna violations before repair: 0
- Yosys chip area: 1550 um^2
- Clk pwr share: 51.2%
- Critical Path Most Common Cell: clkdlybuf4s50_1
- EDFF count, synth: 0
- Pwr/cell area: 232 nW/um^2
- Switch Pwr: 0.0821 mW
- Layout cell share with drive strength beyond 1: 11.5%
- Crit-path max FO: 5
- Crit-path max cell delay: 0.50 ns
- Log Warnings: 30
- Max-cap viol count: 0
- Pre-antenna DRT Iters: 4
- Dominant flop cell: dfxtp_1
- DRC Markers: 0
- Required @ worst endpoint: 5.12 ns
- Die H: 106 um
- First-pass GRT wire length: 4.97 mm
- Total grt overflow: 0
- Final min period: 4.54 ns
- Clock root cell: clkbuf_8
- Largest type area fraction: 39.9%
- Worst hold path type: reg2reg
- Sequential power share: 43.3%
- Slew @ Worst Pin: 0.604 ns
- Number of global-route vias before repair: 1124
[final timing paths]
path / startpoint / end / slack [ns] / cells after the start
max: s[1] / seg[0] / 1.86 / 7
min: flashLedLogic.counter[1]$_DFF_P_ / flashLedLogic.counter[1]$_DFF_P_ / 0.43 / 1
max reg2reg: flashLedLogic.counter[1]$_DFF_P_ / flashLedLogic.counter[31]$_DFF_P_ / 4.65 / 6
min reg2reg: flashLedLogic.counter[1]$_DFF_P_ / flashLedLogic.counter[1]$_DFF_P_ / 0.43 / 1
[power by group through the flow]
stage	combinational, mW	sequential [mW]	clock [mW]
finish	0.0247	0.193	0.228
CTS	0.0254	0.193	0.233
global route	0.0280	0.193	0.240
[cell type report]
type / count / area, um^2
Fill cell: 752 / 5290
Multi-Input combinational cell: 115 / 883
Sequential cell: 31 / 621
Timing Repair Buffer: 14 / 140
Tap cell: 99 / 124
Clock buffer: 6 / 72.6
Clock inverter: 2 / 60.1
Inverter: 6 / 22.5
[metrics by stage]
stage	area, um^2	hold WS [ns]	cells	utilization, %	power (mW)
after floorplan	1550	0.389	158	-	0.207
after global placement	1790	0.406	265	24.8	0.223
after detailed placement	1790	0.412	265	24.8	0.223
after CTS	1920	0.428	273	26.7	0.451
after global routing	1920	0.452	273	26.7	0.461
final	1920	0.433	273	26.7	0.446
[routing by layer]
| metal | vias to the layer above | global-route usage (%) | wire length, um |
|---|---|---|---|
| li1 | 588 | - | - |
| met1 | 511 | 6.36 | 1350 |
| met2 | 15 | 8.79 | 1320 |
| met3 | 5 | 1.35 | 108 |
| met4 | 0 | 0.870 | 39 |
| met5 | - | 0 | 0 |
[cells in the final DEF (no fill, tap or decap), drive strengths merged, types with 2 or more instances in the layout]
| cell | instances |
|---|---|
| a21oi | 2 |
| o21a | 2 |
| nand2 | 8 |
| and3 | 5 |
| nand3 | 11 |
| o2111ai | 4 |
| bufinv | 2 |
| nor2 | 8 |
| a31oi | 2 |
| nor2b | 2 |
| and4 | 2 |
| inv | 6 |
| dfxtp | 31 |
| clkbuf | 6 |
| xnor2 | 20 |
| ha | 7 |
| o21ai | 9 |
| clkdlybuf4s50 | 14 |
| a2111oi | 3 |
| or2 | 2 |
| and2 | 3 |
| nand4 | 4 |
| xor2 | 7 |
| o211ai | 5 |
[cells by family (layout without fill, tap and decap cells)]
family	Yosys count	after routing	share of synthesized area, %
flip-flops	31	31	39.9
buffers and inverters	12	28	3.22
adder cells (fa/ha/maj)	7	7	5.64
AND/OR/NAND/NOR	49	49	18.1
multiplexers	1	1	0.644
AND-OR/OR-AND	31	31	17.2
XOR/XNOR	27	27	15.2
Power figures rest on the tool's default switching activity, not on a simulated workload.
